==> flow/config.mk <==
export PLATFORM = sky130hd
export DESIGN_NAME = Imem
export DESIGN_NICKNAME = Imem
export VERILOG_FILES = /design/flow/design.v
export SDC_FILE = /design/flow/constraint.sdc
export NUM_CORES = 4
export LEC_CHECK = 1
export CORE_AREA = 10 10 70 70
export DIE_AREA = 0 0 80 80
==> flow/constraint.sdc <==
current_design Imem

set clk_period 1.0
set clk_io_pct 0.2

create_clock -name clk0 -period $clk_period

set non_clock_inputs [all_inputs -no_clocks]
set_input_delay [expr $clk_period * $clk_io_pct] -clock clk0 $non_clock_inputs
set_output_delay [expr $clk_period * $clk_io_pct] -clock clk0 [all_outputs]
==> flow/design.v <==
`timescale 1ns / 1ps
module Imem(
		output [31:0] IW,
		input[15:0] pcOut);
	reg [31:0] M[0:65 ];
	assign IW = M[pcOut];
	initial
	begin
		M[0] = 32'b10000000001010000000000000110010;
		M[1] = 32'b10000101011100000000000000000000;
		M[2] = 32'b00000000001010000000000001100100;
		M[3] = 32'b10101001101010000000000000000001;
		M[4] = 32'b10001001101110000000000000000001;
		M[5] = 32'b11010010000000000000000000010100;
		M[26] = 32'b00000000001110000000000001100100;
	end
endmodule
==> flow/run.sh <==
#!/bin/bash
# OpenROAD 26Q1-2900-gdf79404cd8, Yosys 0.63+post, stock flow scripts
make -C /OpenROAD-flow-scripts/flow DESIGN_CONFIG=/design/flow/config.mk WORK_HOME=/design/flow/orfs finish
==> flow_summary.html <==
<h3>Run summary</h3>
<table>
<tr><th>Metric</th><th>Value</th></tr>
<tr><th colspan="2">Final layout</th></tr>
<tr><td>Ratio of cells with drive above 1 in the final layout</td><td>0.647</td></tr>
<tr><td>Area Overhead vs Synth</td><td>124%</td></tr>
<tr><td>Clock buf count</td><td>0</td></tr>
<tr><td>Number of fill cells</td><td>roughly 380</td></tr>
<tr><td>Number of sequential cells</td><td>0</td></tr>
<tr><td>Flip-flop and latch area</td><td>0 um^2</td></tr>
<tr><th colspan="2">Setup path</th></tr>
<tr><td>Worst-path fanout max</td><td>7</td></tr>
<tr><td>Worst setup path class</td><td>input pin to output pin</td></tr>
<tr><td>Nature of the critical path endpoint</td><td>output pin</td></tr>
<tr><td>Maximum single-stage delay on the critical path</td><td>0.22 ns</td></tr>
<tr><td>Buffers and inverters on the worst path</td><td>3</td></tr>
<tr><td>Master of the slowest instance on the critical path</td><td>sky130_fd_sc_hd__nor4_4</td></tr>
<tr><td>Data required time at the worst endpoint</td><td>about 0.8 ns</td></tr>
<tr><td>Launching element type of the critical path</td><td>input pin</td></tr>
<tr><td>Arrival time at the worst endpoint</td><td>about 0.94 ns</td></tr>
<tr><td>Largest delay share family, worst path</td><td>buffers and inverters</td></tr>
<tr><td>Cell-by-cell listing of the critical path</td><td>buf_12, buf_6, nor4_4, o21bai_1, buf_2</td></tr>
<tr><td>CP startpoint</td><td>pcOut[2]</td></tr>
<tr><th colspan="2">Yosys</th></tr>
<tr><td>Post-Syn Area per Cell</td><td>roughly 7 um^2</td></tr>
<tr><td>Top cell types by occurrence after synthesis</td><td>18 x sky130_fd_sc_hd__buf_4, 3 x sky130_fd_sc_hd__nor2b_1, 2 x sky130_fd_sc_hd__inv_1, 2 x sky130_fd_sc_hd__nor2_1, 2 x sky130_fd_sc_hd__o21ai_0</td></tr>
<tr><td>Combined area of all synthesized cells</td><td>~280 um^2</td></tr>
<tr><td>Cell taking the most area after synthesis</td><td>sky130_fd_sc_hd__buf_4</td></tr>
<tr><td>Sequential-to-total area share from yosys stat</td><td>0</td></tr>
<tr><td>Synthesis Warnings</td><td>1</td></tr>
<tr><td>Top area cell types</td><td>sky130_fd_sc_hd__buf_4 48%, sky130_fd_sc_hd__nor2b_1 6.6%, sky130_fd_sc_hd__ha_1 4.4%</td></tr>
<tr><td>Yosys top cell area share</td><td>0.476</td></tr>
<tr><td>Cell count listed in synth_stat.txt</td><td>41</td></tr>
<tr><td>Most common cell in the netlist</td><td>sky130_fd_sc_hd__buf_4</td></tr>
<tr><td>Post-synthesis cell type count</td><td>19</td></tr>
<tr><td>Area reported by Yosys stat</td><td>~280 um^2</td></tr>
<tr><td>Number of cells produced by synthesis</td><td>approximately 41</td></tr>
<tr><th colspan="2">Timing</th></tr>
<tr><td>Final critical path time including I/O delays and setup</td><td>around 1.1 ns</td></tr>
<tr><td>Achievable Freq</td><td>about 900 MHz</td></tr>
<tr><td>Ratio of final minimum period to clock period</td><td>1.14</td></tr>
<tr><td>Setup slack after layout</td><td>-0.138 ns</td></tr>
<tr><td>Total count of max-transition violations in the final report</td><td>0</td></tr>
<tr><td>Final hold violation count</td><td>0</td></tr>
<tr><td>Number of setup violations in the final report</td><td>9</td></tr>
<tr><td>Unrepaired setup endpoints after global routing</td><td>yes</td></tr>
<tr><th colspan="2">Global route</th></tr>
<tr><td>Number of global-route vias before repair</td><td>between 300 and 400</td></tr>
<tr><td>Largest net degree at the start of global routing</td><td>8</td></tr>
<tr><td>Overflow left after global routing</td><td>0</td></tr>
<tr><td>Number of antenna violations at the first check in global routing</td><td>0</td></tr>
<tr><td>Wire length of the first global-routing pass</td><td>~1800 um</td></tr>
<tr><td>Overall Global Routing Usage</td><td>0.0335</td></tr>
<tr><th colspan="2">Floorplanning</th></tr>
<tr><td>Horizontal extent of the die</td><td>~80 um</td></tr>
<tr><td>Core Rows</td><td>21</td></tr>
<tr><td>Floorplan core density</td><td>0.0832</td></tr>
<tr><td>Overall chip area</td><td>~6400 um^2</td></tr>
<tr><td>Standard cell core area</td><td>around 3400 um^2</td></tr>
<tr><td>Boundary pin count</td><td>roughly 48</td></tr>
<tr><td>Die Ht</td><td>about 80 um</td></tr>
<tr><th colspan="2">Pwr</th></tr>
<tr><td>Total power after layout</td><td>0.210 mW</td></tr>
<tr><td>Worst supply voltage drop on vdd</td><td>~0.000058 V</td></tr>
<tr><td>Power per Cell Area</td><td>between 300 and 400 nW/um^2</td></tr>
<tr><td>Leak</td><td>0.309 nW</td></tr>
<tr><th colspan="2">Run</th></tr>
<tr><td>Count of tool warnings</td><td>46</td></tr>
<tr><td>Number of max-capacitance violations reported</td><td>0</td></tr>
<tr><th colspan="2">Placement</th></tr>
<tr><td>Setup WS pre-CTS</td><td>-1.03 ns</td></tr>
<tr><td>Final RePlAce weighted congestion</td><td>~0.75</td></tr>
<tr><td>Port buffer count</td><td>23</td></tr>
<tr><td>Detailed-placement wirelength estimate</td><td>~860 um</td></tr>
<tr><th colspan="2">Status</th></tr>
<tr><td>Violated checks</td><td>setup timing</td></tr>
<tr><td>Outcome</td><td>complete, but fails checks</td></tr>
<tr><th colspan="2">Routing</th></tr>
<tr><td>Number of vias in the routed layout</td><td>~350</td></tr>
<tr><td>Number of remaining DRC errors</td><td>0</td></tr>
<tr><td>Number of DRC markers in iteration 0</td><td>4</td></tr>
<tr><td>Final wirelength</td><td>between 1000 and 1500 um</td></tr>
<tr><td>Average wire per cell in the routed design</td><td>10.9 um</td></tr>
<tr><td>Number of antenna diodes</td><td>0</td></tr>
<tr><td>Drt pass-1 iters</td><td>2</td></tr>
<tr><td>Average via count per standard cell</td><td>approximately 3</td></tr>
<tr><td>Routed Antenna Nets</td><td>0</td></tr>
<tr><th colspan="2">Min path</th></tr>
<tr><td>Worst Hold Launch</td><td>pcOut[1]</td></tr>
<tr><td>Type of the tightest min-delay check</td><td>input pin to output pin</td></tr>
<tr><th colspan="2">Clocking</th></tr>
<tr><td>Number of hold-repair buffers added at the cts stage</td><td>0</td></tr>
</table>
layout by cell type (no fill, tap or decap), types with 2 or more instances in the layout:
cell	instances
sky130_fd_sc_hd__buf_12	3
sky130_fd_sc_hd__buf_2	12
sky130_fd_sc_hd__buf_4	5
sky130_fd_sc_hd__buf_6	7
sky130_fd_sc_hd__buf_8	2
sky130_fd_sc_hd__clkdlybuf4s15_1	2
sky130_fd_sc_hd__conb_1	13
sky130_fd_sc_hd__dlygate4sd2_1	2
sky130_fd_sc_hd__inv_2	2
sky130_fd_sc_hd__nor2b_4	2
final timing paths:
check,slack [ns],end,cells past startpoint
worst max-delay path,-0.14,IW[4],5
worst min-delay path,0.65,IW[22],3
repair_timing:
| item | 4_1_cts | 5_1_grt |
|---|---|---|
| pin swaps | 5 | 7 |
| setup endpoints to repair | 19 | 16 |
| gates resized | 107 | 11 |
| gates cloned | 0 | 0 |
| setup buffers | 9 | 0 |
routing by layer:
layer  vias up  track usage  wire [um]
met1       162       0.0422        555
met5         -            0          0
li1        163            -          -
met2        22       0.0602        581
met3         0      0.00682        111
met4         0            0          0
per-stage QoR:
stage	hold slack (ns)	util	area (um^2)	TNS [ns]	cells
2_1_floorplan	0.413	-	329	0	53
3_3_place_gp	1.45	0.151	514	-16.75	108
3_5_place_dp	1.45	0.151	514	-17.19	108
4_1_cts	0.650	0.188	642	-1.04	116
5_1_grt	0.661	0.186	637	-1.17	114
6_report	0.647	0.186	637	-0.791	114
layout make-up:
class	instances	area, um^2	area share
Inverter	2	7.51	0.0118
Multi-Input combinational cell	32	263	0.413
Tap cell	46	57.6	0.0904
Timing Repair Buffer	34	309	0.485
kinds of logic after synthesis:
family,share of synthesized area
AND/OR/NAND/NOR,0.242
buffers and inverters,0.520
other,0.0132
adder cells (fa/ha/maj),0.0440
AND-OR/OR-AND,0.181
power by group:
part           total (mW)  internal, mW  switching [mW]
clock network           0             0               0
logic               0.210         0.130          0.0803
registers               0             0               0
Power and IR drop assume default switching activity.
